==> run.sh <==
#!/bin/bash
# OpenROAD 26Q1-2900-gdf79404cd8, Yosys 0.63+post, stock flow scripts
make -C /OpenROAD-flow-scripts/flow DESIGN_CONFIG=/design/flow/config.mk WORK_HOME=/design/flow/orfs finish
==> config.mk <==
export PLATFORM = sky130hd
export DESIGN_NAME = Agua
export DESIGN_NICKNAME = Agua
export VERILOG_FILES = /design/flow/design.v
export SDC_FILE = /design/flow/constraint.sdc
export NUM_CORES = 4
export LEC_CHECK = 1
export CORE_AREA = 10 10 70 70
export DIE_AREA = 0 0 80 80
==> constraint.sdc <==
current_design Agua

set clk_period 2.5
set clk_io_pct 0.2

create_clock -name clk0 -period $clk_period [get_ports {CLK}]

set non_clock_inputs [all_inputs -no_clocks]
set_input_delay [expr $clk_period * $clk_io_pct] -clock clk0 $non_clock_inputs
set_output_delay [expr $clk_period * $clk_io_pct] -clock clk0 [all_outputs]
==> design.v <==
`timescale 1ns / 1ps
module Agua(CLK, M0, M1, CANCEL, Bebida, TROCO0, TROCO1, TROCO2, TROCO3);
input CLK, M0, M1, CANCEL;
output Bebida;
output TROCO0;
output TROCO1;
output TROCO2;
output TROCO3;
reg Bebida;
reg TROCO0;
reg TROCO1;
reg TROCO2;
reg TROCO3;
reg [3:0] estado;
parameter Zero=4'b0000, Dez=4'b0001, Vinte=4'b0010, Trinta=4'b0011, Quarenta=4'b0100, Cinquenta=4'b0101, Sessenta=4'b0110, Setenta=4'b0111, Oitenta=4'b1000, Noventa=4'b1001, Cem=4'b1010;
always @ (estado)
	begin
		case (estado)
			Zero: begin
			if (CANCEL == 1)begin
			TROCO0=0;
			TROCO1=0;
			TROCO2=0;
			TROCO3=0;
			Bebida = 1'b0;
			end
			else if (CANCEL == 0)begin
			TROCO0=0;
			TROCO1=0;
			TROCO2=0;
			TROCO3=0;
			Bebida = 1'b0;
			end end
			Dez: begin
			if (CANCEL == 1) begin
			TROCO0=0;
			TROCO1=0;
			TROCO2=0;
			TROCO3=1;
			Bebida = 1'b0;
			end
			else if (CANCEL == 0)begin
			TROCO0=0;
			TROCO1=0;
			TROCO2=0;
			TROCO3=0;
			Bebida = 1'b0;
			end end
			Vinte: begin
			if (CANCEL == 1) begin
			TROCO0=0;
			TROCO1=0;
			TROCO2=1;
			TROCO3=0;
			Bebida = 1'b0;
			end
			else if (CANCEL == 0) begin
			TROCO0=0;
			TROCO1=0;
			TROCO2=0;
			TROCO3=0;
			Bebida = 1'b0;
			end end
			Trinta: begin
			if (CANCEL == 1) begin
			TROCO0=0;
			TROCO1=0;
			TROCO2=1;
			TROCO3=1;
			Bebida = 1'b0;
			end
			else if (CANCEL == 0) begin
			TROCO0=0;
			TROCO1=0;
			TROCO2=0;
			TROCO3=0;
			Bebida = 1'b0;
			end end
			Quarenta: begin
			if (CANCEL == 1) begin
			TROCO0=0;
			TROCO1=1;
			TROCO2=0;
			TROCO3=0;
			Bebida = 1'b0;
			end
			else if (CANCEL == 0) begin
			TROCO0=0;
			TROCO1=0;
			TROCO2=0;
			TROCO3=0;
			Bebida = 1'b0;
			end end
			Cinquenta: begin
			if (CANCEL == 1) begin
			TROCO0=0;
			TROCO1=1;
			TROCO2=0;
			TROCO3=1;
			Bebida = 1'b0;
			end
			else if (CANCEL == 0) begin
			TROCO0=0;
			TROCO1=0;
			TROCO2=0;
			TROCO3=0;
			Bebida = 1'b1;
			end end
			Sessenta: begin
			if (CANCEL == 1) begin
			TROCO0=0;
			TROCO1=1;
			TROCO2=1;
			TROCO3=0;
			Bebida = 1'b0;
			end
			else if (CANCEL == 0) begin
			TROCO0=0;
			TROCO1=0;
			TROCO2=0;
			TROCO3=1;
			Bebida = 1'b1;
			end end
			Setenta: begin
			if (CANCEL == 1) begin
			TROCO0=0;
			TROCO1=1;
			TROCO2=1;
			TROCO3=1;
			Bebida = 1'b0;
			end
			else if (CANCEL == 0) begin
			TROCO0=0;
			TROCO1=0;
			TROCO2=1;
			TROCO3=0;
			Bebida = 1'b1;
			end end
			Oitenta: begin
			if (CANCEL == 1) begin
			TROCO0=1;
			TROCO1=0;
			TROCO2=0;
			TROCO3=0;
			Bebida = 1'b0;
			end
			else if (CANCEL == 0) begin
			TROCO0=0;
			TROCO1=0;
			TROCO2=1;
			TROCO3=1;
			Bebida = 1'b1;
			end end
			Noventa: begin
			if (CANCEL == 1) begin
			TROCO0=1;
			TROCO1=0;
			TROCO2=0;
			TROCO3=1;
			Bebida = 1'b0;
			end
			else if (CANCEL == 0)begin
			TROCO0=0;
			TROCO1=1;
			TROCO2=0;
			TROCO3=1;
			Bebida = 1'b1;
			end end
			Cem: begin
			if (CANCEL == 1) begin
			TROCO0=1;
			TROCO1=0;
			TROCO2=1;
			TROCO3=0;
			Bebida = 1'b0;
			end
			else if (CANCEL == 0) begin
			TROCO0=0;
			TROCO1=1;
			TROCO2=1;
			TROCO3=0;
			Bebida = 1'b1;
			end end
			default: begin
			Bebida = 1'b0;
			TROCO0=0;
			TROCO1=0;
			TROCO2=0;
			TROCO3=0;
			end
		endcase
	end
always @ (posedge CLK)
	begin
			case (estado)
			Zero:
			if (M0 == 0 & M1 == 0)
			estado = Dez;
			else if (M0 == 0 & M1 == 1)
			estado = Vinte;
			else if (M0 == 1 & M1 == 0)
			estado = Cinquenta;
			else if(M0 == 1 & M1 == 1)
			estado = Cem;
			Dez:
			if (M0 == 0 & M1 == 0)
			estado = Vinte;
			else if (M0 == 0 & M1 == 1)
			estado = Trinta;
			else if (M0 == 1 & M1 == 0)
			estado = Sessenta;
			else if(M0 == 1 & M1 == 1)
			estado = Zero;
			Vinte:
			if (M0 == 0 & M1 == 0)
			estado = Trinta;
			else if (M0 == 0 & M1 == 1)
			estado = Quarenta;
			else if (M0 == 1 & M1 == 0)
			estado = Setenta;
			else if(M0 == 1 & M1 == 1)
			estado = Zero;
			Trinta:
			if (M0 == 0 & M1 == 0)
			estado = Quarenta;
			else if (M0 == 0 & M1 == 1)
			estado = Cinquenta;
			else if (M0 == 1 & M1 == 0)
			estado = Oitenta;
			else if(M0 == 1 & M1 == 1)
			estado = Zero;
			Quarenta:
			if (M0 == 0 & M1 == 0)
			estado = Cinquenta;
			else if (M0 == 0 & M1 == 1)
			estado = Sessenta;
			else if (M0 == 1 & M1 == 0)
			estado = Noventa;
			else if(M0 == 1 & M1 == 1)
			estado = Zero;
			Cinquenta:
			if (M0 == 0 & M1 == 0)
			estado = Zero;
			else if (M0 == 0 & M1 == 1)
			estado = Zero;
			else if (M0 == 1 & M1 == 0)
			estado = Zero;
			else if(M0 == 1 & M1 == 1)
			estado = Zero;
			Sessenta:
			if (M0 == 0 & M1 == 0)
			estado = Zero;
			else if (M0 == 0 & M1 == 1)
			estado = Zero;
			else if (M0 == 1 & M1 == 0)
			estado = Zero;
			else if(M0 == 1 & M1 == 1)
			estado = Zero;
			Setenta:
			if (M0 == 0 & M1 == 0)
			estado = Zero;
			else if (M0 == 0 & M1 == 1)
			estado = Zero;
			else if (M0 == 1 & M1 == 0)
			estado = Zero;
			else if(M0 == 1 & M1 == 1)
			estado = Zero;
			Oitenta:
			if (M0 == 0 & M1 == 0)
			estado = Zero;
			else if (M0 == 0 & M1 == 1)
			estado = Zero;
			else if (M0 == 1 & M1 == 0)
			estado = Zero;
			else if(M0 == 1 & M1 == 1)
			estado = Zero;
			Noventa:
			if (M0 == 0 & M1 == 0)
			estado = Zero;
			else if (M0 == 0 & M1 == 1)
			estado = Zero;
			else if (M0 == 1 & M1 == 0)
			estado = Zero;
			else if(M0 == 1 & M1 == 1)
			estado = Zero;
			Cem:
			if (M0 == 0 & M1 == 0)
			estado = Zero;
			else if (M0 == 0 & M1 == 1)
			estado = Zero;
			else if (M0 == 1 & M1 == 0)
			estado = Zero;
			else if(M0 == 1 & M1 == 1)
			estado = Zero;
			default: estado <= Zero;
		endcase
	end
endmodule
==> run notes <==
Physical implementation.

- The largest registers in the layout are estado (4).
- The tally of non-filler cells in the final layout is ~110.
- The placeable core region is roughly 0.0034 mm2.
- Per the timing report, the biggest fanout along the worst path comes to 13.
- The global placer's final weighted congestion is approximately 0.8.
- The synth_stat.txt file lists the number of cells as just under 50.
- Counting flops with a built-in enable in the synthesized netlist gives 4.
- The synthesized instance count is 49.
- The share of post-route cells with drive strength above 1 is a little over a fifth.
- Dividing total power by cell area gives a power density of ~400 mW/mm2.
- OpenSTA lists the critical path startpoint as estado[0]$_DFFE_PP_.
- In this run the tool buffered the top-level ports with 8 buffer cells.
- The critical path in this run is classified as reg -> out.
- Measured along the y axis, the die boundary spans roughly 80 um.
- The report puts the hold buffer count at CTS at 0.
- The clock tree root buffer cell is clkbuf_4.
- The dominant cell by count in the synthesized netlist is a21oi_1.
- Counting instances in the post-synthesis netlist gives the leading cell types as a21oi_1, nand2_1, buf_2, edfxtp_1.
- Entering global routing, the biggest net connects 16 pins.
- The global-route wire length before repair is 1449 um.
- Warnings reported by Yosys during synthesis add up to 1.
- The endpoint required time on the critical path is 2.00 ns.
- The critical path capture point type is an output pin.
- The post-synthesis instance area is slightly above 400 um2.
- The worst register-to-register path has a setup slack of roughly 0.97 ns.
- Buffers inserted during clock tree synthesis total 3.
- The total DRC errors in the routed layout is 0.
- The register with the most flip-flops in the layout has 4 of them.
- The time the worst path needs with I/O delays and setup is approximately 2.3 ns.
- The detail-routed net length per standard cell is approximately 8.4 um.
- Counting flops with an async set or reset pin after synthesis yields a share of 0%.
- The startpoint identified for the worst register-to-register timing path is estado[0]$_DFFE_PP_.
- The critical path data arrival time is 1.84 ns.
- The worst supply voltage drop on vdd is 0.1911 mV.
- The end point of the critical path is TROCO3.
- The final tally of hold violations is 0.
- Looking at the reg2reg group, the worst path ends at estado[1]$_DFFE_PP_.
- The buffer levels on the longest clock path is 2.
- The number of antenna violations at the first check in global routing is 0.
- The number of cells on the worst reg-to-reg path is 3.
- The report lists the cells along the critical path as nor4bb_1, a21oi_1, o32ai_1, clkdlybuf4s50_1.
- The synthesized design spends more area on one cell type than any other, namely edfxtp_1.
- The sequential area share after synthesis is 29.45%.
- The area of all placed cells without fillers is between 500 and 600 um2.
- Looking at the critical path, the single cell with the biggest stage delay is edfxtp_1.
- Setup repair after global routing left no endpoint under its margin.
- The main area contributors are edfxtp_1, a21oi_1, o32ai_1, and4bb_2, nand3b_1.
- The total global routing track utilization is 2.788%.
- The iteration count recorded for the first detailed-route pass is 4.
- The placed instances occupy a cell area of 540.5 um2.
- After synthesis, the mean cell area works out to 8.324 um2.
- The final HPWL from detailed placement is ~660 um.
- The main flop type after synthesis is edfxtp_1.
- Clock skew on the completed layout was measured at 0.001262 ns.
- Between the synthesized netlist and the finished layout, the area growth was recorded as 43.87%.
- The area share of the leading cell type in the synthesized netlist is 29.45%.
- Across the run, the number of max-cap violations was 0.
- The clock latency of the later-clocked register in the worst-skew pair is around 0.23 ns.
- Setup violations remaining at the end of the flow were counted as 0.
- The antenna cell count is 0.
- The number of global-route vias before repair came to between 300 and 400.
- The worst stage delay on the critical path is approximately 0.56 ns.
- The final routed wirelength across all metal layers is between 900 and 1000 um.
- The clock drives 4 sinks.
- Counting distinct cell types in the post-synthesis netlist gives 23.
- Per the CTS log, the maximum H-tree level is 1.
- Per the placement report, the placed cell count is between 100 and 150.
- The total overflow reported by the global router is 0.
- The type of the most critical hold path is reg -> reg.
- After clock tree synthesis, the clock-pin slew on the worst setup and hold paths is 0.04 ns.
- The final route contains ~400 vias.
- The total count of max-transition violations in the final report is 0.
- The floorplan report gives the top-level pin count as 9.
- According to the floorplan report, the die width is around 80 um.
- The floorplan step records an initial core utilization of a little under an eighth.
- The maximum clock frequency is about 430 MHz.
- After layout, the worst path uses between 90% and 100% of the clock period.
- The routed design shows a via density per instance of roughly 3.7.
- The area reported by Yosys stat is roughly 400 um2.
- The warning total across the stage logs is 25.
- The flow ran to the end, and the final reports show no timing, DRC or antenna violations.
- The remaining antenna violation count is 0.
- The total die size is roughly 0.0064 mm2.
- The first routing iteration left roughly 50 violations.
- The synthesized design contains 4 register bits.
- The kind of start point of the critical path is a flop.
- Counting flops per register, the top entry is estado.
- The analysis attributes to cell leakage a power of slightly above 0.0002 uW.
- The clock tree from TritonCTS is yes.
- The count of standard-cell rows is 21.
==> metal layers <==
layer	vias up	GRT usage, %	wire (um)
met5	-	0	0
met4	0	0.1761	0
met3	0	2.614	148
met2	15	3.451	305
met1	184	3.557	452
li1	205	-	-
==> repair_timing <==
item                                    CTS  global route
resized                                   2             0
endpoints found under the setup margin    2             1
hold endpoints to repair                  0             0
buffers inserted                          0             3
==> stage by stage <==
stage               power (uW)  worst slack (ns)  hold slack, ns  TNS (ns)  util, %
CTS                      237.5            0.1347          0.7614         0    16.52
finish                   238.7            0.1616          0.7698         0    17.18
global placement         154.0          -0.02134          0.7454  -0.03144    15.82
floorplan                129.6            0.9573          0.6704         0        -
global route             264.5           0.02366          0.8024         0    17.18
detailed placement       155.3          -0.05929          0.7500   -0.1158    15.82
==> worst max-delay path, delay by kind of cell (launching register included) <==
kind	cells	cell delay, ns
compound gates	2	0.21
simple gates	1	0.32
flops	1	0.56
buf+inv	1	0.51
==> placed cells by master, fill, tap and decap left out, types with 3 or more instances in the layout <==
cell | netlist | routed
nand3b_1 | 3 | 3
clkbuf_4 | 0 | 3
clkdlybuf4s50_1 | 0 | 7
o32ai_1 | 3 | 3
buf_4 | 0 | 4
conb_1 | 1 | 4
edfxtp_1 | 4 | 4
a21oi_1 | 7 | 7
nand2_1 | 5 | 5
==> cell families (layout without fill, tap and decap cells) <==
kind of cell	count (synthesis)	count (layout)	share of synthesized area (%)
other cells	1	4	0.9194
compound gates	14	14	21.17
simple gates	23	23	38.35
flops	4	4	29.45
buf+inv	5	15	5.828
xor+xnor	2	2	4.295
==> final cells by class <==
cell class | instances | area [um2]
Sequential cell | 4 | 120.1
Timing Repair Buffer | 12 | 108.9
Tap cell | 46 | 57.56
Multi-Input combinational cell | 43 | 277.8
Fill cell | 385 | 2829
Clock buffer | 3 | 22.52
==> worst min-delay path by stage <==
stage                       start             endpoint  slack, ns  cells past startpoint
finish        estado[3]$_DFFE_PP_  estado[0]$_DFFE_PP_       0.77                      1
global route  estado[3]$_DFFE_PP_  estado[0]$_DFFE_PP_       0.80                      1
CTS           estado[3]$_DFFE_PP_  estado[1]$_DFFE_PP_       0.76                      1
==> power by group <==
| group | internal (uW) | switching (uW) |
|---|---|---|
| Combinational | 40.6 | 24.6 |
| Sequential | 81.2 | 13.3 |
| Clock | 53.6 | 25.3 |
| Total | 175 | 63.3 |
Power figures rest on the tool's default switching activity, not on a simulated workload.
